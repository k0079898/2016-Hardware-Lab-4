File: flow/config.mk
export PLATFORM = sky130hd
export DESIGN_NAME = Q4_Memory
export DESIGN_NICKNAME = Q4_Memory
export VERILOG_FILES = /design/flow/design.v
export SDC_FILE = /design/flow/constraint.sdc
export NUM_CORES = 4
export LEC_CHECK = 1
export CORE_UTILIZATION = 50
File: flow/constraint.sdc
current_design Q4_Memory

set clk_period 4.3
set clk_io_pct 0.2

create_clock -name clk0 -period $clk_period [get_ports {CLK}]

set non_clock_inputs [all_inputs -no_clocks]
set_input_delay [expr $clk_period * $clk_io_pct] -clock clk0 $non_clock_inputs
set_output_delay [expr $clk_period * $clk_io_pct] -clock clk0 [all_outputs]
File: flow/design.v
module Q1_FSM(red, state, green, CLK, RESET);  
	output red;
	output [1:0] state;
	input green, CLK, RESET;
	reg       red;
	reg [1:0] state, n_state;
	parameter S0 = 2'b00;
	parameter S1 = 2'b01;
	parameter S2 = 2'b10;
	parameter S3 = 2'b11;
	always@(posedge CLK or negedge RESET) begin
	  if(!RESET) begin
	    state <= S0;
	  end else begin
	    state <= n_state;
	  end
	end
    always@(*) begin
      case (state)
        S0 : if(green) n_state = S1;
             else      n_state = S0;
        S1 : if(green) n_state = S2;
             else      n_state = S1;
        S2 : if(green) n_state = S0;
             else      n_state = S3;
        S3 : if(green) n_state = S1;
             else      n_state = S2;
      endcase
    end
    always@(*) begin
      case (state)
        S0 : red = 1'b0;
        S1 : red = 1'b1;
        S2 : red = 1'b0;
        S3 : red = 1'b1;
      endcase
    end
endmodule
module Q2_FSM(red, state, green, CLK, RESET);  
	output red;
	output [1:0] state;
	input green, CLK, RESET;
	reg       red;
    reg [1:0] state, n_state;
    parameter S0 = 2'b00;
    parameter S1 = 2'b01;
    parameter S2 = 2'b10;
	always@(posedge CLK or negedge RESET) begin
      if(!RESET) begin
        state <= S0;
      end else begin
        state <= n_state;
      end
    end
    always@(*) begin
      case (state)
        S0 : if(green) n_state = S1;
             else      n_state = S0;
        S1 : if(green) n_state = S2;
             else      n_state = S1;
        S2 : if(green) n_state = S1;
             else      n_state = S0;
      endcase
    end
    always@(*) begin
      case (state)
        S0 : red = ~green;
        S1 : red = green;
        S2 : red = 1'b1;
      endcase
    end
endmodule
module Q3_Sequence_Detector(out, in, CLK, RESET);  
	output out;
	input in, CLK, RESET;
	reg       out,value;
	reg [1:0] state, n_state,count;
	parameter S0 = 2'b00;
    parameter S1 = 2'b01;
    parameter S2 = 2'b10;
    parameter S3 = 2'b11;
    always@(posedge CLK or negedge RESET) begin
      if(!RESET) begin
        state <= S0;
        count <= 0;
      end else begin
        state <= n_state;
        if (count==3) begin
          count <= 0;
        end else begin
          count <= count + 1;
        end
      end
    end	
    always@(*) begin
      case (state)
        S0 : if(in) n_state = S1;
             else   n_state = S0;
        S1 : if(in) n_state = S1;
             else   n_state = S2;
        S2 : if(in) n_state = S1;
             else   n_state = S3;
        S3 : if(in) n_state = S1;
             else   n_state = S0;             
      endcase
    end
    always@(*) begin
      case (state)
        S3 : value = in;
        default : value = 1'b0;
      endcase
    end
    always@(*) begin
      case (count)
        2'b11 : out = value;
        default : out = 1'b0;
      endcase
    end    
endmodule
module Q4_Memory(DOUT, CLK, REN, WEN, ADDR, DIN);  
	output [7:0] DOUT;
	input CLK, REN, WEN;
	input [5:0] ADDR;
	input [7:0] DIN;
    reg [7:0] MEM [0:63];
    reg [7:0] DOUT;
    always @(posedge CLK) begin
      if(!REN) begin
        DOUT <= MEM[ADDR];
      end else begin
        DOUT <= 8'd0;
      end
    end
    always @(*) begin
      if(REN && !WEN) begin
        MEM[ADDR] = DIN;
      end
    end
endmodule
module Q5_Traffic_Light_Controller(HW_light, LR_light, CLK, RESET, LR_has_Car);  
	output [2:0] HW_light;
	output [2:0] LR_light;
	input CLK, RESET, LR_has_Car;
    parameter HGLR  = 3'b000;
    parameter HYLR  = 3'b001;
    parameter HRLR1 = 3'b010;
    parameter HRLG  = 3'b011;
    parameter HRLY  = 3'b100;
    parameter HRLR2 = 3'b101;
    reg [5:0] cycle,n_cycle;
    reg [3:0] state,n_state;
    reg [2:0] HW_light,LR_light;
    always@(posedge CLK or negedge RESET) begin
      if(!RESET) begin
        state <= HGLR;
        cycle <= 24;
      end else begin
        state <= n_state;
        if(cycle!=0) cycle <= cycle - 1;
        else begin
          case (n_state)
            HGLR  : if(state==HGLR) cycle <= 0;
                    else if(state==HRLR2) cycle <= 24;
            HYLR  : cycle <= 4;
            HRLR1 : cycle <= 0;
            HRLG  : cycle <= 24;
            HRLY  : cycle <= 4;
            HRLR2 : cycle <= 0;
          endcase
        end
      end
    end
   always@(*) begin
     case (state)
        HGLR  : if(cycle==0 && LR_has_Car==1) n_state=HYLR;
                else n_state=HGLR;
        HYLR  : if(cycle==0) n_state=HRLR1;
                else n_state=HYLR;
        HRLR1 : if(cycle==0) n_state=HRLG;
                else n_state=HRLR1;
        HRLG  : if(cycle==0) n_state=HRLY;
                else n_state=HRLG;
        HRLY  : if(cycle==0) n_state=HRLR2;
                else n_state=HRLY;
        HRLR2 : if(cycle==0) n_state=HGLR;
                else n_state=HRLR2;   
      endcase
    end
    always@(*) begin
      case (state)
        HGLR  : begin
                  HW_light=3'b001;
                  LR_light=3'b100;
                end
        HYLR  : begin
                  HW_light=3'b010;
                  LR_light=3'b100;
                end
        HRLR1 : begin
                  HW_light=3'b100;
                  LR_light=3'b100;
                end
        HRLG  : begin
                  HW_light=3'b100;
                  LR_light=3'b001;
                end  
        HRLY  : begin
                  HW_light=3'b100;
                  LR_light=3'b010;
                end  
        HRLR2 : begin
                  HW_light=3'b100;
                  LR_light=3'b100;
                end  
      endcase
    end
endmodule
module OQ1_Stopwatch(AN, Seg, Dot, CLK, Start, RESET);  
	output [3:0] AN;
	output [6:0] Seg;
	output Dot;
	input CLK, Start, RESET;
	parameter R = 2'b00;
    parameter W = 2'b01;
    parameter C = 2'b10;	
	reg  [23:0] divider_ds;
	reg  [16:0] divider_ms=0;
	reg  [6:0]  Seg_Temp;
	reg  [3:0]  D3=4'b1111,D2=4'b1111,D1=4'b1111,D0=4'b1111,D_Temp=4'b0000,AN_Temp=4'b1110;
	reg  [1:0]  state,n_state;
	reg         dp;
	wire        RTC_ds,RTC_ms;
	always @(posedge CLK) begin
	  if(divider_ms==100000) divider_ms <= 0;
      else divider_ms <= divider_ms + 1;
    end
    assign RTC_ms = ((divider_ms == 100000)?1'b1:1'b0);
	always @(posedge CLK or posedge RESET) begin
      if(RESET) divider_ds <= 0;
      else if(divider_ds==10000000) divider_ds <= 0;
      else if(state==C) divider_ds <= divider_ds + 1;
    end
    assign RTC_ds = ((divider_ds == 10000000)?1'b1:1'b0);
	always@(posedge CLK or posedge RESET) begin
      if(RESET) begin
        state <= R;
        D3 <= 0;
        D2 <= 0;
        D1 <= 0;
        D0 <= 0;
      end else begin
        state <= n_state;
        if(RTC_ds) begin
          if(D0 == 9) begin
            D0 <= 0;
            if(D1 == 9) begin
              D1 <= 0;
              if(D2 == 9) begin
                D2 <= 0;
                if(D3 == 9) begin
                  D3 <= 0;                  
                end else begin
                  D3 <= D3 + 1;
                end                    
              end else begin
                D2 <= D2 + 1;
              end      
            end else begin
              D1 <= D1 + 1;
            end
          end else begin
            D0 <= D0 + 1;
          end
        end      
      end
    end
    always@(*) begin
      case (state)
        R : if(RESET) n_state = R;
            else if(Start && !RESET) n_state = C;
            else if(!Start && !RESET) n_state = W;
        W : if(RESET) n_state = R;
            else if(Start && !RESET) n_state = C;
            else if(!Start && !RESET) n_state = W;
        C : if(RESET) n_state = R;
            else n_state = C;        
      endcase
    end
    always@(posedge RTC_ms) begin
      case(AN_Temp)
        4'b0111 : begin
                    D_Temp = D0;
                    AN_Temp <= 4'b1110;
                    dp <= 1;
                  end
        4'b1110 : begin
                    D_Temp = D1;
                    AN_Temp <= 4'b1101;
                    dp <= 0;
                  end
        4'b1101 : begin
                    D_Temp = D2;
                    AN_Temp <= 4'b1011;
                    dp <= 1;
                  end
        4'b1011 : begin
                    D_Temp = D3;
                    AN_Temp <= 4'b0111;
                    dp <= 1;
                  end
      endcase
    end    
    always @(*) begin
        case(D_Temp)
          0 : Seg_Temp=7'b1000000; 
          1 : Seg_Temp=7'b1111001; 
          2 : Seg_Temp=7'b0100100; 
          3 : Seg_Temp=7'b0110000; 
          4 : Seg_Temp=7'b0011001; 
          5 : Seg_Temp=7'b0010010; 
          6 : Seg_Temp=7'b0000010; 
          7 : Seg_Temp=7'b1111000; 
          8 : Seg_Temp=7'b0000000; 
          9 : Seg_Temp=7'b0011000; 
          default : Seg_Temp=7'b0111111; 
      endcase
    end
    assign Seg = Seg_Temp;
    assign AN = AN_Temp;
    assign Dot = dp;
endmodule
module OQ2_PingPong_Counter(Out, Direction, CLK, RESET, Enable, FLIP, MAX, MIN);  
	output [3:0] Out;
	output Direction;
	input CLK, RESET, Enable, FLIP;
	input [3:0] MAX;
	input [3:0] MIN;
	reg [3:0] counter;
	reg Direction = 0;
    always @(posedge CLK or negedge RESET) begin 
      if ( RESET == 0 ) begin
        counter = MIN;
      end else begin
        if ( Enable==1 && MAX>MIN && counter<=MAX && counter>=MIN ) begin  
          if ( (counter == MAX & Direction == 0) || (counter == MIN & Direction == 1) || FLIP==1) begin
            Direction = ~Direction;
          end
          if (Direction == 0) begin
            counter = counter + 1'b1;
          end else begin
            counter = counter - 1'b1;
          end
        end
      end
    end
    assign Out = counter;
endmodule
File: flow/run.sh
#!/bin/bash
# OpenROAD 26Q1-2900-gdf79404cd8, Yosys 0.63+post, stock flow scripts
make -C /OpenROAD-flow-scripts/flow DESIGN_CONFIG=/design/flow/config.mk WORK_HOME=/design/flow/orfs finish
==> impl_metrics.json <==
{
  "status": "complete, no violations",
  "crit_required_ns": 4.38,
  "path_clk_slew_ns": 0.04,
  "holdPathStages": 2,
  "wl_per_cell_um": 35.71,
  "drt_iter0_drc": 1145,
  "syn_area_um2": 12660,
  "initial_core_util_pct": 51.46,
  "ir_drop_uv": 104.3,
  "antenna_left": 0,
  "grt_pass1_vias": 10752,
  "ys_top_cells_by_count": "512 x dlxtn_1, 139 x nand3_1, 93 x a32oi_1",
  "hold_viol_final": 0,
  "enable_flop_cells": 0,
  "core_um2": 24600,
  "root_buffer": "clkbuf_16",
  "mi_logic_area_um2": 4393,
  "synth_cell_types": 60,
  "stdcell_count": 1632,
  "yosys_area_um2": 12660,
  "area.growth.synth_to_final_pct": 7.539,
  "rsz0062_at_grt": "no",
  "hold_buffers": 0,
  "synthDominantCellAreaShare_pct": 60.73,
  "ys.flops": 520,
  "gp_congestion": 1.063,
  "regArea_um2": 7848,
  "layout-drive-gt1-share_pct": 9.517,
  "vias": 11420,
  "finalCriticalPeriod_ns": 3.935,
  "via_per_inst": 6.998,
  "min_to": "DOUT[5]",
  "port_buffers": 24,
  "openroad.warnings": 25,
  "die_y_um": 161.1,
  "min_path_type": "in -> reg",
  "unclocked_pins": 512,
  "drc_errors": 0,
  "grt_start_max_net_pins": 86,
  "p_per_area_nw_per_um2": 83.52,
  "nFillCells": 2241,
  "post_cts_buffers": 0,
  "firstDrtPassIters": 6,
  "slew_viol_final": 0,
  "wirelength_um": 58270,
  "cap_viol_max_count": 0,
  "synth_area_leader_cell": "dlxtn_1",
  "ys_warn_count": 2,
  "cts_htree_levels": 1,
  "path_max_fanout": 85,
  "syn_area_per_cell_um2": 9.703,
  "ys.flop_type": "dlxtn_1",
  "async_reset_ff_share_pct": 0,
  "dp.cells": 1624,
  "pin_count": 25,
  "grt_first_pass_wirelength_um": 81810,
  "syn_inst": 1305,
  "criticalPathCategory": "in -> reg",
  "antenna_found_initial": 7,
  "tns_ns": 0,
  "startpoint_type": "input pin",
  "grt_usage_pct": 47.97,
  "max_stage_delay_ns": 0.74,
  "max-slew-margin-rel_pct": 31.12,
  "hpwl_um": 39140,
  "period_used_pct": 91.52,
  "cts_made_buffers": 3,
  "setup_viol": 0,
  "clock_path_buffers": 2,
  "worstSetupEndpointType": "register",
  "overflow": 0,
  "yosysCellCount": 1305,
  "die_area_um2": 25960,
  "top_cell": "dlxtn_1",
  "final_core_util_pct": 55.34,
  "fmax_mhz": 254.1,
  "crit_arrival_ns": 4.02,
  "cp_slowest_cell": "nor4_1",
  "num_rows": 57,
  "topCellsByArea": "dlxtn_1 61%, a32oi_1 6.4%, nand3_1 5.5%",
  "untimed_endpoints": 512,
  "cp_cell_sequence": "clkdlybuf4s50_1 -> buf_4 -> nor2b_4 -> buf_12 -> and2_1 -> a22oi_1 -> nand4_1 -> nor4_1 -> a211oi_1",
  "cts_resized": 0,
  "hp-start": "REN",
  "die_w_um": 161.1,
  "worst_pin_slew_ns": 1.030,
  "leakage_nw": 6.163,
  "cts_tree": "yes"
}
[per-layer routing]
layer / track usage (%) / vias up / share of wire, %
met1: 63.85 / 5473 / 36
met2: 65.65 / 925 / 41
met3: 23.97 / 231 / 16
met4: 25.81 / 6 / 7.0
met5: 0.3788 / - / 0.060
li1: - / 4785 / -
[power breakdown]
part | switching [mW] | leakage [nW] | internal, mW
Combinational | 0.354 | 1.89 | 0.138
Clock | 0.0437 | 0.0370 | 0.121
Sequential | 0.0686 | 4.24 | 0.412
[state kept, by name (all words and copies together), names as in the netlist]
register	flops
DOUT	8
MEM	512
[placed cells by master (no fill, tap or decap), types with 18 or more instances in the layout]
master / n
dlxtn_1: 512
nand3_1: 139
a32oi_1: 93
buf_4: 79
nand2_1: 76
nand4_1: 63
a22oi_1: 40
nor2_1: 33
and3_1: 28
a31oi_1: 23
and2_1: 19
o21ai_0: 18
[worst max-delay path by stage]
stage / start / end / slack (ns) / cells after the start
global route: ADDR[4] / DOUT[3] / 0.22 / 9
CTS: ADDR[4] / DOUT[4] / 0.47 / 8
finish: ADDR[4] / DOUT[3] / 0.36 / 9
[logic make-up (layout without fill, tap and decap cells)]
group | after synthesis | count (layout) | share of synthesized area (%)
multiplexers | 10 | 10 | 0.8498
other | 0 | 5 | 0
AND-OR/OR-AND | 230 | 230 | 14.46
buffers and inverters | 116 | 114 | 4.081
flip-flops | 8 | 8 | 1.265
latches | 512 | 512 | 60.73
AND/OR/NAND/NOR | 429 | 429 | 18.64
[stage by stage]
stage	instance area, um^2	hold slack (ns)	power (mW)	worst slack [ns]
after floorplan	12660	1.118	0.6612	1.766
after global placement	13530	1.523	0.9484	0.2209
after detailed placement	13530	1.524	0.9497	0.2506
after CTS	13600	1.658	1.117	0.4738
after global routing	13600	1.693	1.176	0.2246
final	13620	1.724	1.137	0.3645
[final cells by class]
| cell class | instances | share of cell area, % |
|---|---|---|
| multi-input combinational | 669 | 32.26 |
| antenna | 5 | 0.09189 |
| sequential | 520 | 57.63 |
| clock buffer | 3 | 0.5513 |
| inverter | 4 | 0.1103 |
| timing repair buffer | 107 | 6.377 |
| tap | 324 | 2.977 |
[critical path: cells and delay by family]
family	cells	cell delay (ns)
buffers and inverters	3	1.20
AOI/OAI and AO/OA	2	0.43
and+or+nand+nor	4	1.47
Power and IR drop assume default switching activity.
